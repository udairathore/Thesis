==> flow/design.v <==
module sync_dp_ram  #(DATA_WIDTH=16, ADDR_WIDTH=8, MEM_INIT="C:/Users/Admin/Desktop/Verilog Projects/Memory_Data/zero.mem") (
	data_a, 
	data_b,
	addr_a, 
	addr_b,
	we_a, 
	we_b, 
	clk,
	q_a, 	
	q_b
);
	parameter TOTAL_SPACE = (((16 * (64/8) * 4)+(64/8))*2);
	parameter RAM_DEPTH = (1<<ADDR_WIDTH) ;
	input [DATA_WIDTH - 1 : 0] data_a, data_b;
	input [ADDR_WIDTH - 1 : 0] addr_a, addr_b;
	input we_a, we_b, clk;
	output reg [DATA_WIDTH - 1 : 0] q_a, q_b;
	reg [DATA_WIDTH - 1 :0] ram[RAM_DEPTH - 1 : 0];	
	reg [DATA_WIDTH-1:0] doA, doB;
	initial begin
		for (int i=0; i<RAM_DEPTH; i++) begin
			ram[i] = i;  
		end
	end
 	always @ (posedge clk) begin
 		if (we_a) begin
 			ram[addr_a] <= data_a;
 		end
 		doA <= ram[addr_a];
 		q_a <= doA;
	end
	always @ (posedge clk) begin
		if (we_b) begin
			ram[addr_b] <= data_b;
		end
		doB <= ram[addr_b];
		q_b <= doB;
	end
endmodule
module dp_ram_sw_ar #(DATA_WIDTH=16, ADDR_WIDTH=8) (
	input bit clk, 
	input [DATA_WIDTH-1:0] din_a,
	input [ADDR_WIDTH-1:0] addr_a,
	input bit wen_a,
	output logic [DATA_WIDTH-1:0] dout_a,
	input [DATA_WIDTH-1:0] din_b,
	input [ADDR_WIDTH-1:0] addr_b,
	input bit wen_b,
	output logic [DATA_WIDTH-1:0] dout_b
	);
	localparam RAM_DEPTH = (1<<ADDR_WIDTH);
	reg [DATA_WIDTH-1:0] ram [0:RAM_DEPTH-1];
	initial begin
		for (int i=0; i<RAM_DEPTH; i++) begin
			ram[i] = 0;
		end
	end
	always @(posedge clk) begin : portA
		if (wen_a) begin
			ram[addr_a] <= din_a;
		end else if (wen_b) begin
			ram[addr_b] <= din_b;
		end
	end
	always_comb begin : readA
		if (!wen_a) begin
			dout_a <= ram[addr_a];
		end else begin
			dout_a <= 0;
		end
	end
	always_comb begin : readB
		if (!wen_b) begin
			dout_b <= ram[addr_b];
		end else begin
			dout_b <= 0;
		end
	end
endmodule
==> flow/run.sh <==
#!/bin/bash
# OpenROAD 26Q1-2900-gdf79404cd8, Yosys 0.63+post, stock flow scripts
make -C /OpenROAD-flow-scripts/flow DESIGN_CONFIG=/design/flow/config.mk WORK_HOME=/design/flow/orfs finish
==> flow/config.mk <==
export PLATFORM = sky130hd
export DESIGN_NAME = dp_ram_sw_ar
export DESIGN_NICKNAME = dp_ram_sw_ar
export VERILOG_FILES = /design/flow/design.v
export SDC_FILE = /design/flow/constraint.sdc
export NUM_CORES = 4
export LEC_CHECK = 1
export CORE_UTILIZATION = 50
==> flow/constraint.sdc <==
current_design dp_ram_sw_ar

set clk_period 21.9
set clk_io_pct 0.2

create_clock -name clk0 -period $clk_period [get_ports {clk}]

set non_clock_inputs [all_inputs -no_clocks]
set_input_delay [expr $clk_period * $clk_io_pct] -clock clk0 $non_clock_inputs
set_output_delay [expr $clk_period * $clk_io_pct] -clock clk0 [all_outputs]
==> tab_implementation.tex <==
% Synthesis and place-and-route results
\begin{tabular}{lr}
\hline
Metric & Value \\
\hline
\multicolumn{2}{l}{\textbf{Setup path}} \\
\quad Beginning of the critical path & addr\_a[1] \\
\quad Peak fanout along the critical path & 58 \\
\quad CP arrival & 11.70 ns \\
\quad Kind of end point of the critical path & output port \\
\quad Startpoint type of the worst setup path & input pin \\
\quad Required time at the endpoint of the critical path & 17.52 ns \\
\quad Worst Path Class, Setup & input pin to output port \\
\multicolumn{2}{l}{\textbf{Final timing}} \\
\quad Total negative slack & 0 ns \\
\quad Achievable Freq & 62.2 MHz \\
\quad Count of final setup violators & 0 \\
\quad Worst slew margin relative to its limit & -21.5\% \\
\quad Worst Tran Pin Value & 1.80 ns \\
\quad Fraction of the cycle the final worst path needs & 73.4\% \\
\quad Final number of hold-violating endpoints & 0 \\
\quad Max Slew Vio Count & 9 \\
\quad Final period demand of the worst path & 16.08 ns \\
\quad Setup repair after global routing missed its margin & no \\
\multicolumn{2}{l}{\textbf{Worst hold path}} \\
\quad Classification of the worst-slack hold path & input pin to flip-flop \\
\quad Hold Path Origin & din\_b[4] \\
\multicolumn{2}{l}{\textbf{Clock network}} \\
\quad TritonCTS clock tree & built \\
\quad Post-CTS Repair Setup Buffers & 0 \\
\quad Worst-case clock buffer depth & 4 \\
\quad TritonCTS Buffers & 436 \\
\quad Hold-fix buffers, CTS & 0 \\
\quad Clock-pin slew of the registers on the worst-case setup and hold paths & 0.06 ns \\
\quad H-tree lvl count & 5 \\
\quad CTS Root Buffer Type & sky130\_fd\_sc\_hd\_\_clkbuf\_16 \\
\quad Number of sinks driven by the clock tree & 4096 \\
\quad Resized cells post-CTS & 0 \\
\multicolumn{2}{l}{\textbf{Final layout}} \\
\quad Area growth syn-to-layout & 12.2\% \\
\quad Non-Filler Instances & 16500 \\
\quad Register with the highest flop count & ram \\
\quad Largest registers & ram: 4096 flops \\
\quad FILL cells & 27900 \\
\quad Layout cells sized above 1 & 30.6\% \\
\quad Number of flip-flops under the largest register name & 4096 \\
\multicolumn{2}{l}{\textbf{Global route}} \\
\quad Global-route wire length before repair & 1040000 µm \\
\quad Maximum number of pins on one net before global-route repair & 126 \\
\quad Initial antenna violation count & 91 \\
\quad Global Route Usage Sum & 44.4\% \\
\quad Via count of the first global-routing pass & 129000 \\
\quad Global-route congestion overflow total & 0 \\
\multicolumn{2}{l}{\textbf{Detailed routing}} \\
\quad Detailed Route Iter0 Violations & 9882 \\
\quad Post-detailed-routing wire length & 761000 µm \\
\quad Drc violations & 0 \\
\quad Via total after detailed routing & 119000 \\
\quad Routed length per placed instance & 46.2 µm \\
\quad Vias per cell & 7.22 \\
\quad Detail Route Antenna Nets & 0 \\
\quad First-pass iteration count of the detailed router & 14 \\
\multicolumn{2}{l}{\textbf{Synthesis}} \\
\quad Average footprint of a synthesized cell & 18.4 µm² \\
\quad Register bit count reported by yosys & 4096 \\
\quad Number of warning messages in the yosys log & 1 \\
\quad EDFF count, synth & 4096 \\
\quad Share of the yosys chip area belonging to registers & 63.7\% \\
\quad Synthesized instance count & 10500 \\
\quad Yosys cell count & 10500 \\
\quad Post-synth top area cell & sky130\_fd\_sc\_hd\_\_edfxtp\_1 \\
\quad Proportion of synthesized flip-flops having asynchronous set or reset & 0\% \\
\quad Summed standard-cell area reported by yosys & 0.193 mm² \\
\quad Main area contributors & sky130\_fd\_sc\_hd\_\_edfxtp\_1 64\%, sky130\_fd\_sc\_hd\_\_mux4\_2 19\%, sky130\_fd\_sc\_hd\_\_mux2i\_1 5.4\% \\
\quad Area share of the leading cell type in the synthesized netlist & 63.7\% \\
\quad Most used standard cells in the synthesized netlist & 4096 x sky130\_fd\_sc\_hd\_\_edfxtp\_1, 1622 x sky130\_fd\_sc\_hd\_\_mux4\_2, 1048 x sky130\_fd\_sc\_hd\_\_mux2i\_1 \\
\quad Top flip-flop cell by instance count after synthesis & sky130\_fd\_sc\_hd\_\_edfxtp\_1 \\
\quad Count leader, synth & sky130\_fd\_sc\_hd\_\_edfxtp\_1 \\
\quad Count of unique library cells instantiated by Yosys & 75 \\
\quad Cell area after synthesis & 0.193 mm² \\
\multicolumn{2}{l}{\textbf{Power}} \\
\quad Relative contribution of sequential cells to total power & 49.0\% \\
\quad Fraction of power consumed by combinational cells & 10.0\% \\
\quad Worst supply voltage drop on vdd & 84.0 µV \\
\quad Switching power & 4430 µW \\
\quad Cell internal pwr & 13400 µW \\
\quad Power per cell area & 82.4 mW/mm² \\
\quad Clock power frac & 41.0\% \\
\quad Reported leakage power & 0.0688 µW \\
\quad Switching Share & 24.8\% \\
\multicolumn{2}{l}{\textbf{Placement}} \\
\quad Placed Cells incl. Taps & 15600 \\
\quad Detailed placement HPWL & 482000 µm \\
\quad Count of input and output buffers & 82 \\
\quad Final RePlAce weighted congestion & 1.05 \\
\multicolumn{2}{l}{\textbf{Floorplan}} \\
\quad Site Rows & 227 \\
\quad Core utilization before placement & 50.4\% \\
\quad Core area & 0.383 mm² \\
\quad Horizontal extent of the die & 623 µm \\
\quad I/O pins & 83 \\
\quad Die boundary height & 623 µm \\
\quad Chip Area & 0.388 mm² \\
\multicolumn{2}{l}{\textbf{Job}} \\
\quad Log Warnings & 36 \\
\quad Maximum Capacitance Violations & 4 \\
\multicolumn{2}{l}{\textbf{Outcome}} \\
\quad Violations in the final reports & max-capacitance violations, max-slew violations \\
\quad Run status & complete, but fails checks \\
\hline
\end{tabular}
[final cells by class]
class	count	area, µm²	share of cell area [%]
multi-input combinational	5517	65500	30.3
tap	5038	6300	2.91
antenna	123	308	0.142
timing repair buffer	911	7360	3.40
sequential	4096	123000	56.8
inverter	9	58.8	0.0272
clock buffer	525	11300	5.22
clock inverter	280	2660	1.23
[kinds of logic after synthesis]
logic type / after synthesis / synth area share, %
muxes: 2746 / 25.1
and+or+nand+nor: 1207 / 2.73
DFF: 4096 / 63.7
buffers and inverters: 867 / 2.86
AOI/OAI and AO/OA: 1564 / 5.59
[power groups by stage]
stage / combinational, µW / sequential (µW) / clock, µW
4_1_cts: 1710 / 8740 / 7350
5_1_grt: 1820 / 8740 / 7640
6_report: 1790 / 8750 / 7300
[worst max-delay path: stages]
cell and delay (ns):
sky130_fd_sc_hd__buf_8 0.33, sky130_fd_sc_hd__buf_4 0.64, sky130_fd_sc_hd__buf_4 0.71, sky130_fd_sc_hd__buf_4 0.69
sky130_fd_sc_hd__buf_4 0.55, sky130_fd_sc_hd__buf_12 0.43, sky130_fd_sc_hd__mux4_2 0.29, sky130_fd_sc_hd__mux4_2 0.28
sky130_fd_sc_hd__nor2_1 0.05, sky130_fd_sc_hd__a2111oi_0 0.93, sky130_fd_sc_hd__buf_4 0.27, sky130_fd_sc_hd__nand4_1 0.71
sky130_fd_sc_hd__o41ai_1 0.29, sky130_fd_sc_hd__buf_4 0.23, sky130_fd_sc_hd__clkdlybuf4s50_1 0.47
[through the flow]
stage / power, µW / worst slack (ns) / hold slack [ns] / cell area [µm²] / util, %
final: 17800 / 5.82 / 4.30 / 217000 / 56.5
after global routing: 18200 / 6.05 / 4.35 / 216000 / 56.5
after CTS: 17800 / 6.45 / 4.26 / 216000 / 56.4
after detailed placement: 10600 / 6.49 / 5.34 / 202000 / 52.8
after global placement: 10600 / 6.25 / 5.32 / 202000 / 52.8
after floorplan: 9910 / 11.02 / 5.08 / 193000 / -
[layout by cell type, fill, tap and decap left out, types with 70 or more instances in the layout]
| cell | instances |
|---|---|
| sky130_fd_sc_hd__a21oi_1 | 220 |
| sky130_fd_sc_hd__a22oi_1 | 103 |
| sky130_fd_sc_hd__a31oi_1 | 153 |
| sky130_fd_sc_hd__buf_4 | 808 |
| sky130_fd_sc_hd__clkbuf_1 | 86 |
| sky130_fd_sc_hd__clkbuf_16 | 439 |
| sky130_fd_sc_hd__clkdlybuf4s50_1 | 70 |
| sky130_fd_sc_hd__clkinv_1 | 111 |
| sky130_fd_sc_hd__clkinv_2 | 90 |
| sky130_fd_sc_hd__diode_2 | 123 |
| sky130_fd_sc_hd__edfxtp_1 | 4096 |
| sky130_fd_sc_hd__mux2i_1 | 1048 |
| sky130_fd_sc_hd__mux4_2 | 1622 |
| sky130_fd_sc_hd__nand2_1 | 348 |
| sky130_fd_sc_hd__nand3_1 | 114 |
| sky130_fd_sc_hd__nor2_1 | 210 |
| sky130_fd_sc_hd__nor2_2 | 263 |
| sky130_fd_sc_hd__o21ai_0 | 152 |
| sky130_fd_sc_hd__o221ai_1 | 291 |
| sky130_fd_sc_hd__o22ai_1 | 321 |
[routing by layer]
metal	vias up	wire (µm)	global-route usage [%]
li1	46100	-	-
met1	59200	201000	46.3
met2	11400	318000	55.3
met3	2334	174000	42.9
met4	207	59000	25.4
met5	-	8980	21.7
[path summary, 6_finish.rpt]
path                 endpoint  slack [ns]  cells after the start
setup / recovery    dout_a[1]        5.82                     15
hold / removal    ram[188][4]        4.30                      3
Power figures rest on the tool's default switching activity, not on a simulated workload.

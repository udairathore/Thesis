<file path="./config.mk">
export PLATFORM = sky130hd
export DESIGN_NAME = pe_ws
export DESIGN_NICKNAME = pe_ws
export VERILOG_FILES = /design/flow/design.v
export SDC_FILE = /design/flow/constraint.sdc
export NUM_CORES = 4
export LEC_CHECK = 1
export CORE_UTILIZATION = 40
export SYNTH_MEMORY_MAX_BITS = 65536
</file>
<file path="./constraint.sdc">
current_design pe_ws

set clk_period 7.0
set clk_io_pct 0.2

create_clock -name clk0 -period $clk_period [get_ports {clk}]

set non_clock_inputs [all_inputs -no_clocks]
set_input_delay [expr $clk_period * $clk_io_pct] -clock clk0 $non_clock_inputs
set_output_delay [expr $clk_period * $clk_io_pct] -clock clk0 [all_outputs]
</file>
<file path="./design.v">
module sync_dp_ram  #(DATA_WIDTH=16, ADDR_WIDTH=8, MEM_INIT="C:/Users/Admin/Desktop/Verilog Projects/Memory_Data/zero.mem") (
	data_a, 
	data_b,
	addr_a, 
	addr_b,
	we_a, 
	we_b, 
	clk,
	q_a, 	
	q_b
);
	parameter TOTAL_SPACE = (((16 * (64/8) * 4)+(64/8))*2);
	parameter RAM_DEPTH = (1<<ADDR_WIDTH) ;
	input [DATA_WIDTH - 1 : 0] data_a, data_b;
	input [ADDR_WIDTH - 1 : 0] addr_a, addr_b;
	input we_a, we_b, clk;
	output reg [DATA_WIDTH - 1 : 0] q_a, q_b;
	reg [DATA_WIDTH - 1 :0] ram[RAM_DEPTH - 1 : 0];	
	reg [DATA_WIDTH-1:0] doA, doB;
	initial begin
		for (int i=0; i<RAM_DEPTH; i++) begin
			ram[i] = i;  
		end
	end
 	always @ (posedge clk) begin
 		if (we_a) begin
 			ram[addr_a] <= data_a;
 		end
 		doA <= ram[addr_a];
 		q_a <= doA;
	end
	always @ (posedge clk) begin
		if (we_b) begin
			ram[addr_b] <= data_b;
		end
		doB <= ram[addr_b];
		q_b <= doB;
	end
endmodule
module dp_ram_sw_ar #(DATA_WIDTH=16, ADDR_WIDTH=8) (
	input bit clk, 
	input [DATA_WIDTH-1:0] din_a,
	input [ADDR_WIDTH-1:0] addr_a,
	input bit wen_a,
	output logic [DATA_WIDTH-1:0] dout_a,
	input [DATA_WIDTH-1:0] din_b,
	input [ADDR_WIDTH-1:0] addr_b,
	input bit wen_b,
	output logic [DATA_WIDTH-1:0] dout_b
	);
	localparam RAM_DEPTH = (1<<ADDR_WIDTH);
	reg [DATA_WIDTH-1:0] ram [0:RAM_DEPTH-1];
	initial begin
		for (int i=0; i<RAM_DEPTH; i++) begin
			ram[i] = 0;
		end
	end
	always @(posedge clk) begin : portA
		if (wen_a) begin
			ram[addr_a] <= din_a;
		end else if (wen_b) begin
			ram[addr_b] <= din_b;
		end
	end
	always_comb begin : readA
		if (!wen_a) begin
			dout_a <= ram[addr_a];
		end else begin
			dout_a <= 0;
		end
	end
	always_comb begin : readB
		if (!wen_b) begin
			dout_b <= ram[addr_b];
		end else begin
			dout_b <= 0;
		end
	end
endmodule
module kernel_mac #(OP_WIDTH=8, ACC_WIDTH=20, LANES=1) (
	input clk,  
	input rst,  
	input [0:LANES-1][OP_WIDTH-1:0] weights,					 
	input [0:LANES-1][OP_WIDTH-1:0] iacts,						 
	input [0:LANES-1][ACC_WIDTH-1:0] psums,						 
	output logic [0:LANES-1][ACC_WIDTH-1:0] outputs
	);
	parameter LATENCY = 3;
	logic [0:LANES-1][OP_WIDTH-1:0] op1;
	logic [0:LANES-1][OP_WIDTH-1:0] op2; 
	logic [0:LANES-1][ACC_WIDTH-1:0] mult;
	genvar i;
	generate
		for (i=0; i<LANES; i++) begin
			always_ff @(posedge clk) begin : mac
				if(rst) begin
					op1[i] <= 0;
					op2[i] <= 0;
				end else begin
					op1[i] <= iacts[i];
					op2[i] <= weights[i];
				end
				mult[i] <=  $signed(op1[i]) * $signed(op2[i]);
				outputs[i] <= mult[i] + psums[i];
			end
		end
	endgenerate
endmodule
module pe_ws #(OP_WIDTH=8, ACC_WIDTH=20, CTRL_WIDTH=9, MEM_INIT="zero.txt") (
	input clk,
	input rst, 
	input [CTRL_WIDTH-1:0] ctrl,
	input [OP_WIDTH-1:0] iact,
	input wctrl,
	input [OP_WIDTH-1:0] weight,
	input [ACC_WIDTH-1:0] psum_in,
	output logic [ACC_WIDTH-1:0] psum_out 
	);
	parameter ADDR_WIDTH=10;
	parameter DATA_WIDTH=OP_WIDTH;
	logic [OP_WIDTH-1:0] wdata;
	logic [ADDR_WIDTH-1:0] wr_pointer;
	logic [ADDR_WIDTH-1:0] rd_pointer;
	logic [ADDR_WIDTH-1:0] rd_offset; 
	logic read_valid, read_reset, write_valid;
	logic tk_last, tm_last; 
	assign read_valid = ctrl[0];
	assign write_valid = wctrl;
	assign read_reset = (ctrl[7] && !ctrl[3] && !ctrl[5]);  
	assign tk_last = (ctrl[5] && !ctrl[3]);
	assign tm_last = ctrl[3]; 
	always_ff @(posedge clk) begin : read_incr
		if(rst) begin
			rd_pointer <= 0;
			rd_offset <= 0;
		end else if (read_valid) begin
			if (tk_last) begin
				rd_pointer = rd_pointer + 1;
				rd_offset = rd_pointer; 
			end else if (tm_last) begin
				rd_pointer <= 0; 
				rd_offset <= 0;
			end else if (read_reset) begin
				rd_pointer <= rd_offset;
			end else begin
				rd_pointer <= rd_pointer + 1;
			end
		end
	end
	always_ff @(posedge clk) begin : write_incr
		if(rst) begin
			wr_pointer <= 0;
		end else if (write_valid) begin
			wr_pointer <= wr_pointer + 1;
		end else begin
			wr_pointer <= wr_pointer;
		end
	end
	sync_dp_ram #(DATA_WIDTH, ADDR_WIDTH, MEM_INIT) ram_weights(
		.clk(clk),
		.data_a(),
		.q_a(),
		.addr_a(),
		.we_a(write_valid),
		.data_b(),
		.q_b(wdata),
		.addr_b(rd_pointer),
		.we_b()
	);
	kernel_mac #(OP_WIDTH, ACC_WIDTH, 1) mac(
		.clk(clk),
		.rst(rst),
		.weights(wdata),
		.iacts(iact),
		.psums(psum_in),
		.outputs(psum_out)
	);
endmodule
</file>
<file path="./run.sh">
#!/bin/bash
# OpenROAD 26Q1-2900-gdf79404cd8, Yosys 0.63+post, stock flow scripts
make -C /OpenROAD-flow-scripts/flow DESIGN_CONFIG=/design/flow/config.mk WORK_HOME=/design/flow/orfs finish
</file>
==> run summary <==
Results of the implementation run.

The run finished with clean final reports. The I/O pin total is 68. The final clock skew came out at 0.00715 ns. The Yosys step of the flow raised 30 warnings. In this run the clock root is driven by a sky130_fd_sc_hd__clkbuf_16. The length of routed met3 wiring is about 560 um.

The setup fix buffers added after clock tree synthesis came out at 0. The number of synthesized register bits came out at around 84. The tally of buffers added on design ports came out at 53. The placement row count is around 43. The setup TNS is 0 ns.

The proportion of register bits with asynchronous set or reset after synthesis is 0%. The repair_antennas step left the layout with diodes totalling 0. The detail route stage leaves a number of antenna-violating nets equal to 0. The maximum root-to-sink buffer count came out at 2.

The floorplan core density is 41.1%. The library cell appearing most often on the critical path is sky130_fd_sc_hd__fa_1. The maximum ir drop on the vdd rail came out at roughly 0.22 mV. The signal arrival time at the worst endpoint came out at roughly 4.6 ns. The post-synthesis instance area came out at approximately 5700 sq um. Sorting the synthesized cells by area gives the leading types as sky130_fd_sc_hd__dfxtp_1 29%, sky130_fd_sc_hd__fa_1 20%, sky130_fd_sc_hd__ha_1 11%, sky130_fd_sc_hd__inv_1 6.0%, sky130_fd_sc_hd__and2_1 5.2%. TritonCTS built the clock tree.

The weighted congestion at the end of routability-driven global placement is 0.843. The die covers 14800 sq um. The number of DRC violations after detailed-routing iteration 0 came out at 141.

The type recorded for the worst min-delay path is reg -> reg. Detailed placement finished with a half-perimeter wire length of 7350 um. The standard cell core area is 13900 sq um. Across all stage logs, warnings added up to 39. The final hold violation count came out at 0. Dividing the detail-routed wire length by the instance count gives 11.0 um. The register-to-register setup slack came out at 2.64 ns.

The total leakage power is slightly above 3 nW. The tally of max-capacitance violations is 0. The launch point of the worst register-to-register path is recorded as mac.op2[7]. The mean cell area of the mapped netlist is 9.61 sq um.

The largest individual stage delay along the critical path comes from the cell sky130_fd_sc_hd__fa_1. The uppermost signal routing layer after detailed routing is met4. The largest fanout on the critical path is 9. The clock net sink count came out at about 84. The latest clock arrival within the worst-skew pair is roughly 0.34 ns. The logic depth of the worst register-to-register path is 15.

The number of cell instances after yosys synthesis is about 600. The synthesis run shows the most used standard cells to be 92 x sky130_fd_sc_hd__inv_1, 84 x sky130_fd_sc_hd__dfxtp_1, 56 x sky130_fd_sc_hd__fa_1, 49 x sky130_fd_sc_hd__ha_1, 48 x sky130_fd_sc_hd__and2_1. Setup repair after global routing left no endpoint under its margin.

The slew at the pin closest to its max-slew limit is 0.647 ns. Dividing the detail-routed via count by the number of cells gives 4.64. The number of standard cells after synthesis came out at 596. The post-synth tally of flip-flops with integrated enable came out at 0. The finished layout holds 840 standard cells, fillers aside. The fmax is 0.230 GHz. The longest individual stage delay on the worst path came out at between 0.5 and 0.6 ns. In the hold report, the worst path ends at ram_weights.q_b[1]. The synthesis stats list as the most numerous cell sky130_fd_sc_hd__inv_1. The sequential share of the synthesized area is 29.4%. The first-pass iteration count of the detailed router is 4. Per the OpenROAD floorplan log, the height of the die is 122 um.

The area growth from synthesis to final layout is 18.7%. Counting pins that exceed their max-slew limit in the final report gives 0. The chip width came out at 122 um. Of all cell types, the one taking the most synthesized area is sky130_fd_sc_hd__dfxtp_1. The synthesis report names the predominant flop master as sky130_fd_sc_hd__dfxtp_1. The initial antenna violation count came to 0. The clock-pin transition on the worst setup and hold timing paths is 0.07 ns. Hold repair after CTS inserted 0 buffers. Summed over all layers, the routed wires come to 9270 um.

The H-tree depth is 3. The final setup violation count came out at 0. The critical path endpoint category is a flop.

The final period demand of the worst path is roughly 4.4 ns. The final total power came out at 1.11 mW. The worst hold path begins at ram_weights.doB[1]. The first global-routing pass estimated 17000 um of wire. The worst setup path is of the reg -> reg kind. Detailed routing placed a total of 4170 um of wire on met2.

The met1 layer wirelength in the final routing came out at 4410 um. The number of cells after detailed placement is between 800 and 900. The capture point of the worst register-to-register path is recorded as mac.mult[18]. The worst slew margin relative to its limit is 56.6%. The post-cts sizing count is 0. In this design, the largest share of critical-path delay is due to adder cells.

The total congestion overflow is 0. The via count of the first global-routing pass is 3854. The total buffers and inverters traversed by the critical path is 3. In the Yosys stats the netlist draws on 46 distinct library cells. The worst hold path cell count is 0. Traced cell by cell, the critical path runs through nand2b_1 > fa_1 > fa_1 > inv_1 > fa_1 > inv_1 > fa_1 > inv_1 > ha_1 > nand2_1 > o21ai_1 > o221ai_1 > nand3b_1 > o21ai_1 > xnor2_1. The total global routing track utilization is 14.7%. The share of final-layout standard cells stronger than drive strength 1 came out at 4.70%. The top cell type by area accounts for 29.4% of the synthesized area.

The yosys stat chip area came out at about 5700 sq um. The pin count of the biggest net entering global routing came out at 34. The DRC violation count after routing came out at 0.

CTS added clock buffers totalling 9. The ratio of final minimum period to clock period is 62.2%. The data required time at the worst endpoint came out at approximately 7.3 ns. The worst setup path is launched from a flop. The count of vias placed by the detailed router is 3896. The total power density per cell area came out at about 160 nW/um^2.
==> metal layers <==
layer	vias to the layer above	track usage (%)
met5	-	0
met4	0	2.31
met3	9	3.77
met2	84	23.1
met1	1766	21.5
li1	2037	-
==> cell families after synthesis <==
group / share of synthesized area, %
simple gates: 16.2
fa+ha+maj: 30.3
buf+inv: 6.44
compound gates: 10.8
flops: 29.4
xor+xnor: 5.96
mux: 0.917
==> placed cells by master, fill, tap and decap left out, types with 6 or more instances in the layout <==
cell and n:
sky130_fd_sc_hd__fa_1 56, sky130_fd_sc_hd__clkbuf_16 9, sky130_fd_sc_hd__nand2_1 29, sky130_fd_sc_hd__nor3_1 6
sky130_fd_sc_hd__nand3_1 8, sky130_fd_sc_hd__o21ai_0 9, sky130_fd_sc_hd__inv_1 92, sky130_fd_sc_hd__nor2_1 35
sky130_fd_sc_hd__and2_1 48, sky130_fd_sc_hd__nand2b_1 8, sky130_fd_sc_hd__xor2_1 13, sky130_fd_sc_hd__clkdlybuf4s50_1 53
sky130_fd_sc_hd__nor2b_1 33, sky130_fd_sc_hd__dfxtp_1 84, sky130_fd_sc_hd__a22oi_1 10, sky130_fd_sc_hd__xnor2_1 26
sky130_fd_sc_hd__a21oi_1 30, sky130_fd_sc_hd__ha_1 49, sky130_fd_sc_hd__a21o_1 8
==> power by group <==
part	switching, mW	internal [mW]	total [mW]	leakage, nW
combinational	0.0382	0.0559	0.0941	2.26
sequential	0.00891	0.494	0.503	0.687
clock	0.197	0.318	0.515	0.161
==> stage by stage <==
stage / cell area [sq um] / setup slack [ns] / util [%] / hold slack, ns
after detailed placement: 6470 / 2.63 / 46.4 / 0.312
after floorplan: 5730 / 3.03 / - / 0.310
after global placement: 6470 / 2.65 / 46.4 / 0.311
after CTS: 6800 / 2.61 / 48.8 / 0.326
after global routing: 6800 / 2.31 / 48.8 / 0.328
final: 6800 / 2.64 / 48.8 / 0.323
==> worst max-delay path by stage <==
stage                      start           end  slack (ns)  cells past startpoint
after CTS             mac.op2[7]  mac.mult[18]        2.61                     15
after global routing  mac.op2[7]  mac.mult[18]        2.31                     15
final                 mac.op2[7]  mac.mult[18]        2.64                     15
==> sequential cells by signal, indices dropped and copies added, names as in the netlist <==
register	flops
mac.outputs	20
mac.mult	16
rd_pointer	8
mac.op1	8
ram_weights.doB	8
ram_weights.q_b	8
mac.op2	8
rd_offset	8
==> cell type report <==
| type | count | area, sq um |
|---|---|---|
| inverters | 92 | 345 |
| clock inverters | 7 | 104 |
| fillers | 1262 | 7140 |
| multi-input cells | 414 | 3680 |
| repair buffers | 54 | 538 |
| clock buffers | 9 | 225 |
| flip-flops and latches | 84 | 1680 |
| well taps | 180 | 225 |
Power figures rest on the tool's default switching activity, not on a simulated workload.
